## design/flow/run.sh

```bash
#!/bin/bash
# OpenROAD 26Q1-2900-gdf79404cd8, Yosys 0.63+post, stock flow scripts
make -C /OpenROAD-flow-scripts/flow DESIGN_CONFIG=/design/flow/config.mk WORK_HOME=/design/flow/orfs finish
```

## design/flow/config.mk

```make
export PLATFORM = sky130hd
export DESIGN_NAME = RegFile
export DESIGN_NICKNAME = RegFile
export VERILOG_FILES = /design/flow/design.v
export SDC_FILE = /design/flow/constraint.sdc
export NUM_CORES = 4
export LEC_CHECK = 1
export CORE_UTILIZATION = 40
```

## design/flow/constraint.sdc

```tcl
current_design RegFile

set clk_period 2.2
set clk_io_pct 0.2

create_clock -name clk0 -period $clk_period [get_ports {Clk}]

set non_clock_inputs [all_inputs -no_clocks]
set_input_delay [expr $clk_period * $clk_io_pct] -clock clk0 $non_clock_inputs
set_output_delay [expr $clk_period * $clk_io_pct] -clock clk0 [all_outputs]
```

## design/flow/design.v

```verilog
module RegFile #(parameter W=8, D=4)(		  
  input                Clk,
                       WriteEn,
  input        [D-1:0] RaddrA,				  
                       RaddrB,
                       Waddr,
  input        [W-1:0] DataIn,
  output       [W-1:0] DataOutA,			  
  output logic [W-1:0] DataOutB				  
    );
logic [W-1:0] Registers[2**D];	              
assign      DataOutA = Registers[RaddrA];	  
always_comb DataOutB = Registers[RaddrB];     
always_ff @ (posedge Clk)
  if (WriteEn)	                              
    Registers[Waddr] <= DataIn;
endmodule
```

==> impl_metrics.json <==
{
  "fp.dieH_um": 125,
  "grt_pass1_wl_um": 23500,
  "finalWirelength_um": 15600,
  "rsz0062_at_grt": "true",
  "clkTransAtPathRegs_ps": 60,
  "syn_inst": 291,
  "worstMarginPinSlew_ps": 534,
  "ios": 38,
  "clkSinkCount": 128,
  "dr.pass1.iters": 4,
  "wl_per_cell_um": 25.6,
  "cp-start-kind": "register",
  "violations": "negative setup slack",
  "hold_path_depth": 1,
  "hold_viol": 0,
  "drc": 0,
  "min_from": "DataIn[7]",
  "status": "finished with violations",
  "setup_tns_ps": -181,
  "crit_fanout": 2,
  "yosys_warnings": 1,
  "powerDensity_nw_per_um2": 759,
  "slew_viol_final": 0,
  "numCtsBuffers": 17,
  "via_per_inst": 5.80,
  "grt_overflow_total": 0,
  "n_antenna_cell": 0,
  "lay_top_count": "edfxtp_1",
  "top_regs": "Registers: 128 flops",
  "ir_worst_vdd_uv": 490,
  "period_needed_ps": 2290,
  "dp_hpwl_um": 9550,
  "ant_nets": 0,
  "fp.dieW_um": 125,
  "endpoint_kind": "primary output",
  "maxSlewHeadroom": 0.643,
  "period_used_share": 1.04,
  "ys_seq_frac": 0.638,
  "warnings": 27,
  "dpl_worst_slack_ps": -599,
  "synth_cell_types": 19,
  "ys_area_um2": 6030,
  "synth_flops": 128,
  "drtIter0Drc": 231,
  "max_stage_delay_ps": 460,
  "grt_use_total": 0.232,
  "fmax_mhz": 436,
  "root_buffer": "clkbuf_16",
  "top_register": "Registers",
  "final-setup-viol-count": 4,
  "hold_path.class": "primary input to register",
  "rows": 44,
  "holdPathEnd": "Registers[12][7]$_DFFE_PP_",
  "area_delta_synth_final_pct": 33.7,
  "htree_num_levels": 4,
  "drv_cap": 0,
  "yosys-stat-cells": 291,
  "p_leak_nw": 2.79,
  "worstPathCellList": "buf_4 -> mux4_2 -> a22oi_2 -> nand2_2 -> buf_2",
  "syn-mean-instance-area_um2": 20.7,
  "postCtsHoldBufs": 0,
  "largest_reg_flops": 128,
  "grt_pass1_vias": 4099,
  "io_buffers": 37,
  "vias": 3544,
  "cts_tree": "done",
  "antenna_found_initial": 0,
  "hold_ws_ps": 946,
  "drive_above_1_share": 0.553,
  "worstPathArrival_ps": 1850,
  "grt_max_degree": 17,
  "cpMaxStageDelayCell": "mux4_2",
  "criticalPathCategory": "register to primary output",
  "core_area_um2": 14600,
  "fp_util": 0.413,
  "crit_required_ps": 1760,
  "layout_top_cells": "edfxtp_1, mux4_2, buf_4",
  "dieArea_um2": 15600,
  "crit_buf_inv": 2,
  "setup_slack_ps": -91.1,
  "synth_area_um2": 6030,
  "cts_buffer_depth": 2,
  "routabilityCongestion": 0.850,
  "cp_top_family": "multiplexers"
}
[routing by layer]
| metal | track usage | vias up | routed length, um |
|---|---|---|---|
| met1 | 0.273 | 1709 | 5060 |
| met5 | 0.0229 | - | 41 |
| met3 | 0.196 | 28 | 2770 |
| met4 | 0.0617 | 2 | 440 |
| li1 | - | 1520 | - |
| met2 | 0.326 | 285 | 7320 |
[worst max path at each step]
stage / start / endpoint / slack (ps) / cells past startpoint
after CTS: Registers[0][6]$_DFFE_PP_ / DataOutB[6] / -130 / 5
after global routing: Registers[0][6]$_DFFE_PP_ / DataOutB[6] / -170 / 5
final: Registers[0][6]$_DFFE_PP_ / DataOutB[6] / -90 / 5
[power by group]
part | switching [mW] | internal [mW]
sequential | 0.0206 | 2.74
combinational | 0.296 | 0.389
clock | 1.01 | 1.66
[per-stage QoR]
step	power [mW]	cells	util	area (um2)
CTS	6.13	609	0.551	8040
detailed placement	3.35	544	0.476	6950
finish	6.11	611	0.552	8060
floorplan	3.07	291	-	6030
global route	6.32	611	0.552	8060
global placement	3.35	544	0.476	6950
[cell type report]
class                   count  area, um2
clock buffers              18        429
clock inverters            13        141
multi-input cells         143       2080
flip-flops and latches    128       3840
fillers                  1052       6530
well taps                 184        230
repair buffers            125       1330
[synthesized netlist by cell type]
cell / instances / area share
edfxtp_1: 128 / 0.64
mux4_2: 34 / 0.13
a22oi_1: 32 / 0.040
mux4_1: 28 / 0.12
nand2_1: 17 / 0.011
nor2_1: 14 / 0.0087
buf_2: 6 / 0.0050
buf_6: 6 / 0.011
clkdlybuf4s25_2: 6 / 0.010
nor3_1: 4 / 0.0033
and2_1: 2 / 0.0021
and2b_1: 2 / 0.0025
buf_4: 2 / 0.0025
mux4_4: 2 / 0.0083
nand2b_1: 2 / 0.0021
nand3b_1: 2 / 0.0025
nor2b_1: 2 / 0.0021
nand3_1: 1 / 0.00083
or3b_2: 1 / 0.0015
[kinds of logic after synthesis]
group / after synthesis / share of synthesized area
flops: 128 / 0.638
mux: 64 / 0.257
simple gates: 47 / 0.0361
compound gates: 32 / 0.0399
buf+inv: 20 / 0.0287
[timing repair]
| action | CTS | global route |
|---|---|---|
| gates cloned | 5 | 0 |
| setup endpoints to repair | 16 | 14 |
| pin swaps | 37 | 10 |
| endpoints found under the hold margin | 0 | 0 |
| gates resized | 132 | 14 |
| buffers inserted | 29 | 3 |
Power is estimated from default activity; no workload was simulated.
