**/design/flow/config.mk**
```make
export PLATFORM = sky130hd
export DESIGN_NAME = DataMem
export DESIGN_NICKNAME = DataMem
export VERILOG_FILES = /design/flow/design.v
export SDC_FILE = /design/flow/constraint.sdc
export NUM_CORES = 4
export LEC_CHECK = 1
export CORE_UTILIZATION = 50
```
**/design/flow/constraint.sdc**
```tcl
current_design DataMem

set clk_period 19.6
set clk_io_pct 0.2

create_clock -name clk0 -period $clk_period [get_ports {Clk}]

set non_clock_inputs [all_inputs -no_clocks]
set_input_delay [expr $clk_period * $clk_io_pct] -clock clk0 $non_clock_inputs
set_output_delay [expr $clk_period * $clk_io_pct] -clock clk0 [all_outputs]
```
**/design/flow/design.v**
```verilog
module DataMem(
  input              Clk,
                     Reset,
                     WriteEn,
  input [7:0]        DataAddress,    
                     DataIn,		 
  output logic[7:0]  DataOut);
  logic [7:0] core[256];			 
  always_comb                     
    DataOut = core[DataAddress];
  always_ff @ (posedge Clk)		  
    if(Reset) begin
      for(int i=0;i<256;i++)
	   core[i] <= 0;
      core[200] <= 8'h60; 
		core[201] <= 8'h48; 
		core[202] <= 8'h78; 
		core[203] <= 8'h72; 
		core[204] <= 8'h6a;
		core[205] <= 8'h69; 
		core[206] <= 8'h5c; 
		core[207] <= 8'h7e; 
		core[208] <= 8'h7b;
	end
    else if(WriteEn) 
      core[DataAddress] <= DataIn;
endmodule
```
**/design/flow/run.sh**
```bash
#!/bin/bash
# OpenROAD 26Q1-2900-gdf79404cd8, Yosys 0.63+post, stock flow scripts
make -C /OpenROAD-flow-scripts/flow DESIGN_CONFIG=/design/flow/config.mk WORK_HOME=/design/flow/orfs finish
```
==> flow_summary_export.csv <==
group,metric,value,unit
clocking,clock_path_buffers,3,
route,drt_wl_total,249000,um
floorplan,core_util_floorplan,50.4,%
run_status,status,"finished, final reports clean",
clocking,htreeDepth,4,
clocking,clkTransAtPathRegs,60,ps
critical_path,crit_path_end_kind,"primary output",
route,wire_per_inst,28.8,um
floorplan,die_area,0.189,sq mm
clocking,cts_hold_buf,0,
synth,synth-async-reset-ratio,0,%
min_path,hold_path.class,"in2reg",
route,dr.pass1.iters,7,
critical_path,crit_fanout,55,
floorplan,io-pin-count,27,
finish,top_register,"core",
synth,avgSynthCellArea,15.0,sq um
floorplan,rows,158,
clocking,clock_tree.root_cell,"clkbuf_16",
flow_run,warnings,29,
global_route,grt_max_degree,101,
final_timing,max_freq,0.0736,GHz
synth,yosysMostFrequentCell,"edfxtp_1",
final_timing,tns,0,ps
placed_design,dp_hpwl,154000,um
global_route,grt_pass1_wl,371000,um
synth,synth_cell_types,28,
critical_path,arrival,9670,ps
final_timing,finalHoldViolCount,0,
synth,ys_area,0.0935,sq mm
synth,postSynthSeqShare,65.8,%
finish,top_regs,"core: 2048 flops",
critical_path,cp-start-kind,"input pin",
route,ant_nets,0,
power,p_leak,34.6,nW
final_timing,period_minus_slack,13590,ps
synth,synthCells,6229,
synth,ys_cells,6229,
finish,largest_register_ffs,2048,
synth,yosysTopAreaCell,"edfxtp_1",
synth,common_cells,"2048 x edfxtp_1, 1252 x and2_1, 527 x clkbuf_1, 512 x mux4_2, 476 x nor3_1",
synth,edf_count,2048,
power,ir_drop,70.2,uV
finish,nFillCells,14200,
synth,ys_ff,2048,
clocking,cts-resized-gates,0,
clocking,cts_buffers,210,
floorplan,core_area,0.186,sq mm
critical_path,crit_type,"in2out",
finish,flop_area,0.0615,sq mm
placed_design,portBuffers,26,
final_timing,rsz0062_at_grt,"false",
global_route,grt_pass1_vias,55500,
route,vias_per_cell,6.04,
synth,topCellsByArea,"edfxtp_1 66%, mux4_2 12%, and2_1 8.4%, nor3_1 2.5%, clkbuf_1 2.1%",
clocking,cts_tree,"yes",
synth,ys_warn_count,1,
synth,ff_type,"edfxtp_1",
global_route,gr-total-overflow,0,
finish,comb_area,0.0297,sq mm
flow_run,max_cap_viol_count,0,
power,p_total,9.57,mW
final_timing,worstMarginPinSlew,1290,ps
route,vias,52200,
floorplan,dieWidth,434,um
final_timing,max_slew_margin,13.1,%
critical_path,slowest_stage,"o41ai_1",
final_timing,holdWs,3540,ps
placed_design,gp_congestion,0.905,
synth,netlist_area,0.0935,sq mm
critical_path,worstPathRequired,15680,ps
synth,top_area_share,65.8,%
placed_design,pre_cts_slack,5870,ps
final_timing,setup_viol,0,
clocking,cts_sinks,2048,
floorplan,fp.dieH,434,um
global_route,antenna_found_initial,6,
route,first_iter_violations,3328,
final_timing,finalCritPeriodShare,69.4,%
clocking,post-cts-setup-buffers,0,
critical_path,crit_path_frequent_cell,"buf_4",
final_timing,slew_viol_final,0,
final_timing,setup_ws,6010,ps
critical_path,critPathMaxStageDelay,1150,ps
finish,drive_above_1_share,19.6,%
power,powerDensity,93.5,mW/mm^2
route,drc_errors,0,
global_route,grt_usage,30.0,%
critical_path,worstPathCellList,"buf_8, buf_4, buf_4, buf_4, mux4_2, a22oi_1, a21oi_1, o41ai_1, buf_4, nand4_1, clkdlybuf4s50_1",
finish,areaGrowthSynthToFinish,9.48,%
==> kinds of logic (layout without fill, tap and decap cells) <==
logic type / after synthesis / in the layout / synth area share (%)
AND/OR/NAND/NOR: 2556 / 2556 / 15.7
flip-flops: 2048 / 2048 / 65.8
buffers and inverters: 651 / 581 / 2.75
multiplexers: 512 / 512 / 12.3
AND-OR/OR-AND: 462 / 462 / 3.41
other: 0 / 4 / 0
==> final timing paths <==
check | start | end | slack (ps) | depth (start not counted)
max | DataAddress[0] | DataOut[6] | 6010 | 11
min | DataIn[4] | core[25][4] | 3540 | 2
==> cell type report <==
type / instances / area share (%)
Clock inverter: 121 / 0.902
Sequential cell: 2048 / 60.1
Antenna cell: 4 / 0.00978
Timing Repair Buffer: 197 / 1.61
Tap cell: 2480 / 3.03
Clock buffer: 260 / 5.38
Inverter: 3 / 0.0257
Multi-Input combinational cell: 3530 / 29.0
==> per-layer routing <==
metal | up-vias | track usage [%] | share of wire (%)
li1 | 23200 | - | -
met1 | 26200 | 43.9 | 36
met2 | 2396 | 44.1 | 48
met3 | 425 | 15.6 | 12
met4 | 12 | 7.43 | 3.2
met5 | - | 0.231 | 0.046
==> placed cells by master, fill, tap and decap left out, types with 2 or more instances in the layout <==
cell type | synthesis | layout
edfxtp_1 | 2048 | 2048
and2_1 | 1252 | 1251
mux4_2 | 512 | 512
nor3_1 | 476 | 476
and3_1 | 286 | 286
a22oi_1 | 256 | 256
nor2_1 | 234 | 231
clkbuf_16 | 0 | 213
or2_2 | 211 | 211
buf_4 | 13 | 166
a21oi_1 | 128 | 128
clkinv_1 | 2 | 68
clkbuf_1 | 527 | 47
a21o_1 | 46 | 46
or3_1 | 34 | 34
o41ai_1 | 32 | 31
clkinv_2 | 0 | 27
clkdlybuf4s50_1 | 0 | 17
nand2_4 | 0 | 15
bufinv_16 | 0 | 12
nand2_1 | 34 | 11
buf_8 | 0 | 9
nand4_1 | 8 | 8
nand2_2 | 0 | 8
inv_6 | 0 | 6
buf_12 | 0 | 5
diode_2 | 0 | 4
nor2b_1 | 6 | 4
nand3_2 | 0 | 4
nand2b_1 | 6 | 4
clkinv_8 | 0 | 4
nor2_4 | 0 | 3
nor2b_4 | 0 | 2
nand2b_2 | 0 | 2
inv_8 | 0 | 2
clkinv_4 | 0 | 2
==> power breakdown <==
part | internal (mW) | switching (mW)
sequential | 5.03 | 0.0619
combinational | 0.248 | 0.431
clock | 2.14 | 1.66
total | 7.41 | 2.16
==> metrics by stage <==
step / util [%] / cells / instance area, sq um
after floorplan: - / 6229 / 93500
after global placement: 51.7 / 8258 / 95900
after detailed placement: 51.7 / 8258 / 95900
after CTS: 55.1 / 8639 / 102000
after global routing: 55.1 / 8639 / 102000
final: 55.1 / 8643 / 102000
==> worst max-delay path: cells and delay by family <==
kind,cells,cell delay [ps]
muxes,1,630
and+or+nand+nor,1,270
AOI/OAI and AO/OA,3,1540
buffers and inverters,6,3180
Power and IR drop assume default switching activity.
