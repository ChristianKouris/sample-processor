**/design/flow/run.sh**
```bash
#!/bin/bash
# OpenROAD 26Q1-2900-gdf79404cd8, Yosys 0.63+post, stock flow scripts
make -C /OpenROAD-flow-scripts/flow DESIGN_CONFIG=/design/flow/config.mk WORK_HOME=/design/flow/orfs finish
```
**/design/flow/config.mk**
```make
export PLATFORM = sky130hd
export DESIGN_NAME = InstFetch
export DESIGN_NICKNAME = InstFetch
export VERILOG_FILES = /design/flow/design.v
export SDC_FILE = /design/flow/constraint.sdc
export NUM_CORES = 4
export LEC_CHECK = 1
export CORE_AREA = 10 10 103 103
export DIE_AREA = 0 0 113 113
```
**/design/flow/constraint.sdc**
```tcl
current_design InstFetch

set clk_period 5.0
set clk_io_pct 0.2

create_clock -name clk0 -period $clk_period [get_ports {Clk}]

set non_clock_inputs [all_inputs -no_clocks]
set_input_delay [expr $clk_period * $clk_io_pct] -clock clk0 $non_clock_inputs
set_output_delay [expr $clk_period * $clk_io_pct] -clock clk0 [all_outputs]
```
**/design/flow/design.v**
```verilog
module InstFetch(
  input              Reset,			    
                     Start,			    
                     Clk,			    
                     BranchAbs,	        
  input        [1:0] BranchRelEn,	    
                     ALU_flag,		    
  input        [9:0] Target,	        
  output logic [9:0] ProgCtr            
  );
  always_ff @(posedge Clk)	            
	if(Reset)
	  ProgCtr <= 0;				        
	else if(Start)					    
	  ProgCtr <= ProgCtr;
	else if(BranchAbs)	                
	  ProgCtr <= Target;			    
	else if(!BranchRelEn[1] && BranchRelEn[0] && !ALU_flag[1])    
	  ProgCtr <= Target + ProgCtr;	   
	else if(BranchRelEn[1] && !BranchRelEn[0] && ALU_flag[0])    
	  ProgCtr <= Target + ProgCtr;	   
	else if(BranchRelEn[1] && BranchRelEn[0] && !ALU_flag[1] && !ALU_flag[0])    
	  ProgCtr <= Target + ProgCtr;	   
	else
	  ProgCtr <= ProgCtr+'b1; 	        
endmodule
```
==> notes.md <==
VDD sags by at most 117 uV. The core utilization at floorplan came out at 13.9%. Count of buffers inserted at the top-level ports: 27. For reference, the most critical setup path is categorized as in2reg. For this sky-water flow run, the detailed-routed wirelength per cell is reported as 13.7 microns. For the post-cts repair resize count, the log shows 0. By area the synthesized netlist is led by dfxtp_1 (17%), ha_1 (11%), nor2_1 (4.6%). The post-layout minimum cycle time was 3.02 ns; the OpenROAD warning count was 25. TritonCTS built the clock tree.

The post-route netlist has 11.0% of its cells at a drive strength greater than 1. The flip-flop count of the largest register, all copies and words added is 10. Prior to clock tree synthesis, the placed netlist has a worst setup slack of 1.74 ns.

The post-synthesis cell count from yosys is 147, and the final max-slew violation count is 0. For the worst setup path, the data arrival time is 3.19 ns. In this run the worst path has a maximum fanout of 3.

Counting flops and latches in the post-synthesis netlist gives 10. In the final layout, the registers with the most flip-flops are ProgCtr x10. The final timing report counts setup violations totalling 0.

The setup TNS after final layout came out at 0 ns. The floorplan has 33 rows. The worst setup path is captured at a flip-flop.

The floorplan step set the die height to 113 microns. The most common cell in the synthesized netlist was nor2_1. Across all checked pins, the minimum headroom to the slew limit is 61.6%.

After legalization and detailed placement, the total HPWL measured 2.96 mm. The flow reports that sequential cells draw 30.1% of the design power. Setup repair after global routing left no endpoint under its margin. The measured slew at the worst slew-check pin works out to 0.574 ns.

The number of routed nets with antenna violations is 0, and the cell area power density is 205 nW/um^2. The logs give 12800 sq um for the area of the die and 36.9% for the combinational group share of total power. In this run the register-to-register setup slack is 2.77 ns. The run gives 33.0% for the share of power burned in the clock network.

For this run, the top clock speed supported by timing is 331 MHz. In the final routing, the length of wire on met1 measures 1.83 mm. Summing every instance area after synthesis gives 1150 sq um. The detailed router placed 1242 vias in this run. Global routing used 5.89% of the available tracks. The run gives 1 as the total number of yosys warnings.

The share of the synthesized area in the top cell type is 17.4%. For the final database, setup skew stands at 0.00287 ns. The logs give 2 for the maximum buffer depth of the clock tree and 1.98 ns for the post-route worst setup slack. Global-route wire length before repair: 6.35 mm. The net switching power in the latest report is 0.000110 W. Routed signal wires occupy layers up through met3.

Clock latency on the worst-skew pair, taken at its later pin, is 0.24 ns. Cells fill 19.1% of the core in the end. The type of the most critical hold path was reg2reg. The cell taking the most area after synthesis is dfxtp_1.

After its last routability iteration, the placer logged a weighted congestion of 0.867. In this run the mean area of a mapped cell was 7.85 sq um. Counting the fill cells in the layout gives 937. The synthesis report names the predominant flop master as dfxtp_1. The chip area line in the Yosys stat output reads 1150 sq um. The logs give 0 for the number of antenna violations at the first check in global routing and 0 for the setup fix buffers added after clock tree synthesis. The tools report the total wire length as 3.82 mm. The hold buffer count at CTS came out at 0. With the internal power consumption at 0.000216 W, the remaining global-route overflow is 0. The tools report the root buffer cell as clkbuf_8. In the synthesized netlist, the cells that appear most often are nor2_1 (14), nand2_1 (12), dfxtp_1 (10), ha_1 (10), a21oi_1 (9). The met2 wire length is 1.74 mm, and the synthesized instance count is 147. The post-route clock period utilization is 60.5%.

The total core area came out at 8300 sq um. The clock transition at the registers of the reported paths came out at 0.06 ns. The area growth from synthesis to layout is 37.6%. The run gives 0 for the number of remaining DRC errors. Pin placement for this block handled 28 I/O pins. The switching share of power came out at 33.6%. The flow ran to the end, and the final reports show no timing, DRC or antenna violations. Across all hold checks on the routed design, the worst slack comes to 0.565 ns. According to the CTS report, the clock sink count is 10. For the CTS buffer count, the log shows 3. Per the detail_route log, met3 wirelength is 256 microns.

Max-cap check violation count: 0. Share of synthesized area occupied by flip-flops and latches: 17.4%. The floorplan step set the die width to 113 microns. STA puts the critical path data required time at 5.17 ns.

Ranked by flip-flop count, first place goes to ProgCtr. With the number of H-tree levels at 1, the via count of the first global-routing pass is 1233. Per the detail_route report, inserted antenna diodes total 0.

With the vias per cell at 4.47, the starting DRC count in detailed routing is 125. The run gives 0 for the count of library flops with an enable pin. Before antenna repair, the detailed router went through 4 iterations. The worst setup path is launched from an input pin.

After synthesis, the netlist uses 50 different library cells. Entering global routing, the biggest net connects 15 pins. Per the synth stats, the proportion of register bits with asynchronous set or reset is 0%.

The leakage power of the design is 0.616 nW. The tools report the final tally of hold violations as 0.
## area by class of cell
class / count / area (sq um) / share of cell area (%)
clock buffers: 4 / 55.1 / 3.47
inverters: 6 / 22.5 / 1.42
multi-input cells: 126 / 908 / 57.2
flip-flops and latches: 10 / 200 / 12.6
well taps: 105 / 131 / 8.27
repair buffers: 27 / 270 / 17.0
## final timing paths
kind	start	end	cells after the start
max	Target[0]	ProgCtr[8]	8
min	ProgCtr[4]	ProgCtr[4]	2
max reg2reg	ProgCtr[0]	ProgCtr[8]	7
min reg2reg	ProgCtr[4]	ProgCtr[4]	2
## power by group through the flow
stage / Clock [W] / Sequential, W / Combinational [W]
5_1_grt: 0.000116 / 0.0000999 / 0.000134
6_report: 0.000108 / 0.0000982 / 0.000120
4_1_cts: 0.000110 / 0.0000980 / 0.000121
## stage by stage
stage	std cells	power, W	cell area (sq um)
final	278	0.000326	1590
after global routing	278	0.000350	1590
after CTS	278	0.000329	1590
after detailed placement	274	0.000219	1530
after global placement	274	0.000218	1530
after floorplan	147	0.000173	1150
## worst max-delay path: stages
cell	delay (ns)
clkdlybuf4s50_1	0.42
ha_1	0.26
fa_1	0.45
a211oi_2	0.27
o21ai_1	0.14
a41oi_1	0.31
o22ai_1	0.14
a211oi_2	0.20
## layer usage
layer  up-vias  track usage (%)
met2        36             9.45
met3         0             1.60
met5         -                0
met4         0            0.254
met1       589             8.10
li1        617                -
## cells in the final DEF (no fill, tap or decap), drive strengths merged, types with 2 or more instances in the layout
| cell | count |
|---|---|
| a211oi | 5 |
| a21o | 6 |
| a21oi | 10 |
| a221oi | 2 |
| clkbuf | 4 |
| clkdlybuf4s50 | 27 |
| dfxtp | 10 |
| ha | 10 |
| inv | 6 |
| nand2 | 12 |
| nand3 | 7 |
| nand4 | 3 |
| nor2 | 14 |
| nor3 | 7 |
| o2111a | 2 |
| o211ai | 2 |
| o21ai | 11 |
| o22ai | 2 |
| o311ai | 2 |
| or2 | 2 |
| xnor2 | 3 |
| xor2 | 4 |
## kinds of logic (layout without fill, tap and decap cells)
| group | count (synthesis) | in the layout | share of synthesized area (%) |
|---|---|---|---|
| adder cells (fa/ha/maj) | 11 | 11 | 12.6 |
| buffers and inverters | 11 | 37 | 3.90 |
| AND/OR/NAND/NOR | 53 | 53 | 24.8 |
| XOR/XNOR | 7 | 7 | 5.31 |
| AND-OR/OR-AND | 55 | 55 | 36.0 |
| flip-flops | 10 | 10 | 17.4 |
Power figures rest on the tool's default switching activity, not on a simulated workload.
